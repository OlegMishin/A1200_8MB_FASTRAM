==> ./design.v <==
`timescale 1ns / 1ps
module ramcpld(
		input	CLKCPU,
		input	RESET,
		input	[23:0] A,
		inout	[7:0] D,
		input [1:0] SIZ,
		input 		AS20,
		input			RW20,
		input 		DS20,
		output reg 		  RAMOE,
		output reg [3:0] CAS,
		output reg [1:0] RAS,
		output  [9:0] RAM_A,
		output  [1:0] DSACK,
		output  		  nOVR, 
		input 		 MEMSIZE,
		output LED,
		output [7:0] TEST,
      output  INT2,
		input [2:0] IPL,
		input IOR,
		input IOW,
		input IDENT,
		input RS2
);
reg [2:0] POR = 3'b000;
reg debug_bit = 'b0;
reg RAM_READY;
reg RAM_MUX;
wire [5:0] zaddr = {A[6:1]};
reg configured = 'b0;
reg shutup	   = 'b0;
reg half_ram;
reg [7:4] data_out;
reg [7:0] base_address;
wire Z2_nWRITE = (Z2_ACCESS | RW20);
wire Z2_nREAD = (Z2_ACCESS | ~RW20);
wire RAM_ACCESS = (AS20 | chip_selected);
wire Z2_ACCESS = ({A[23:16]} != {8'hE8}) | AS20 | DS20 | configured | shutup;
wire Z2_ADDRESS = ({A[23:16]} != {8'hE8}) | AS20 | configured | shutup;
assign D = Z2_nREAD ? 8'bzzzzzzzz : {data_out,4'bzzzz};
wire fastcycle_int = Z2_ACCESS;
wire FASTCYCLE = fastcycle_int | AS20;
wire FR_RESET = (	RESET & POR[2]);
assign nOVR = (~POR[2]) | (RAM_ACCESS & Z2_ADDRESS)  ? 1'bz : 1'b0;
assign DSACK[0] = FASTCYCLE & RAM_READY ? 1'bz : 1'b0;
assign DSACK[1] = RAM_READY? 1'bz : 1'b0;
 always @(posedge CLKCPU) 
 begin	
   if (!RESET) 
      POR <= 'h0;
   else begin
      POR[2:0] <= {POR[1:0], 1'b1};
   end
end
always @(posedge CLKCPU) begin 
    if (!FR_RESET) begin 
        half_ram <= MEMSIZE;
    end
end 
always @(negedge DS20 or negedge FR_RESET) begin
    if (!FR_RESET) 
	 begin
        configured <= 1'b0; 
        shutup <= 1'b0;     
    end 
	  else 
	   begin
        if (!(Z2_ADDRESS | RW20)) 
		  begin
            case (zaddr)
                'h24: begin
                    base_address[7:4] <= D[7:4];
                    configured <= 1'b1;
                end
                'h26: shutup <= 1'b1;
            endcase
				debug_bit <= 1'b1; 
        end
			  case (zaddr)
					'h00: data_out[7:4] <= 4'he;
					'h01: begin   
						 if (half_ram == 1'b1) begin
							  data_out[7:4] <= 4'h7;  
						 end else begin 
							  data_out[7:4] <= 4'h0;  
						 end 
					end
					'h02: data_out[7:4] <= 4'hb;  
					'h03: data_out[7:4] <= 4'hd; 
					'h04: data_out[7:4] <= 4'h3;  
					'h05: data_out[7:4] <= 4'hf;  
					'h08: data_out[7:4] <= 4'he;
					'h09: data_out[7:4] <= 4'he;
					'h0a: data_out[7:4] <= 4'he;
					'h0b: data_out[7:4] <= 4'he;
					'h12: data_out[7:4] <= 4'he;
					'h13: data_out[7:4] <= 4'hd;
					default: data_out[7:4] <= 4'hf;
			  endcase
      end
end
wire [3:0] bank;
assign bank[0] = A[23:21] != 3'b001;  
assign bank[1] = A[23:21] != 3'b010;  
assign bank[2] = (half_ram | A[23:21] != 3'b011) & (~half_ram | A[23:20] != 4'hC);  
assign bank[3] = (half_ram | A[23:21] != 3'b100) & (~half_ram | A[23:19] != {4'hD, 1'b0});  
wire [1:0] chip_ras = {&bank[3:2], &bank[1:0]};
wire    chip_selected = &chip_ras[1:0];
wire [3:0] casint;
assign casint[3] = A[1] | A[0];
assign casint[2] = (~SIZ[1] & SIZ[0] & ~A[0]) | A[1];
assign casint[1] = (SIZ[1] & ~SIZ[0] & ~A[1] & ~A[0]) | (~SIZ[1] & SIZ[0] & ~A[1]) |(A[1] & A[0]);
assign casint[0] = (~SIZ[1] & SIZ[0] & ~A[1] ) | (~SIZ[1] & SIZ[0] & ~A[0] ) | (SIZ[1] & ~A[1] & ~A[0] ) | (SIZ[1] & ~SIZ[0] & ~A[1] );
assign RAM_A[1:0] = RAM_MUX ? {A[21:20]} : {A[3:2]} ;
assign RAM_A[9:2] = RAM_MUX ? {A[19:12]} : {A[11:4]};
reg 	  AS20_D; 
reg [2:0] state = 'd0;
reg [7:0] refresh_count ='d0;
reg 	  refresh_req  ='d0;  
localparam CYCLE_IDLE = 'd0,
			  CYCLE_CAS = 'd1,
           CYCLE_WAIT = 'd2,
           CYCLE_CBR1 = 'd3,
           CYCLE_CBR2 = 'd4;
always @(posedge CLKCPU, posedge AS20) begin
    if( AS20 == 1 ) begin       
       state <= CYCLE_IDLE;
       AS20_D <= 1'b1;     
       RAS <= 2'b11;
       CAS <= 4'b1111;
       RAM_READY <= 1'b1;
       RAMOE <= 1'b1;
    end else begin
       AS20_D <= AS20; 
       case (state)
     CYCLE_IDLE: begin 
        RAS <= 2'b11;
        CAS <= 4'b1111;
        if (AS20_D & ~AS20) begin 	       
           refresh_count <= refresh_count + 'd1;
        end
        if (refresh_count > 'd60) begin
           refresh_req <= 1;
           refresh_count <= 'd0; 
        end
        if (refresh_req & RW20) begin 
        CAS <= 4'b0000;
        state <= CYCLE_CBR1;
        refresh_req <= 1'b0;  
        end else if (chip_selected == 1'b0) begin
        RAS[0] <= chip_ras[0];
        RAS[1] <= chip_ras[1];	
        RAM_READY <= 1'b0;
        state <= CYCLE_CAS;
        RAMOE <=  1'b0;
        end
     end
     CYCLE_CAS: begin
        CAS[3] <= casint[3] & ~RW20;
            CAS[2] <= casint[2] & ~RW20;
            CAS[1] <= casint[1] & ~RW20;
            CAS[0] <= casint[0] & ~RW20;
        RAM_READY <= 1'b0;
        state <= CYCLE_WAIT; 
     end
     CYCLE_WAIT: begin  		 		
        state <= CYCLE_WAIT;
     end
     CYCLE_CBR1: begin
        RAS <= 2'b00;		 
        state <= CYCLE_CBR2;
     end
     CYCLE_CBR2: begin   
        RAS <= 2'b11;	  
        CAS <= 4'b1111;
        state <= CYCLE_IDLE;
     end
     default: state <= CYCLE_IDLE;
       endcase  
    end  
end
always @(negedge CLKCPU or posedge AS20) begin
     if(AS20==1)begin
            RAM_MUX <= 1'b1;
     end else begin 
          RAM_MUX <= &RAS;			  
    end
end
assign INT2 = 1'bz;
assign LED = configured;
assign TEST[0] = Z2_ADDRESS;  
assign TEST[1] = Z2_nWRITE;  
assign TEST[2] = Z2_nREAD;   
assign TEST[3] = configured; 
assign TEST[4] = debug_bit; 
assign TEST[5] = FR_RESET; 
assign TEST[6] = POR[2]; 
assign TEST[7] = (A[23:16] == 8'hE8);
endmodule
==> ./run.sh <==
#!/bin/bash
# OpenROAD 26Q1-2900-gdf79404cd8, Yosys 0.63+post, stock flow scripts
make -C /OpenROAD-flow-scripts/flow DESIGN_CONFIG=/design/flow/config.mk WORK_HOME=/design/flow/orfs finish
==> ./config.mk <==
export PLATFORM = sky130hd
export DESIGN_NAME = ramcpld
export DESIGN_NICKNAME = ramcpld
export VERILOG_FILES = /design/flow/design.v
export SDC_FILE = /design/flow/constraint.sdc
export NUM_CORES = 4
export LEC_CHECK = 1
export CORE_UTILIZATION = 40
==> ./constraint.sdc <==
current_design ramcpld

set clk_period 2.4
set clk_io_pct 0.2

create_clock -name clk0 -period $clk_period [get_ports {CLKCPU}]
create_clock -name clk1 -period $clk_period [get_ports {DS20}]

set non_clock_inputs [all_inputs -no_clocks]
set_input_delay [expr $clk_period * $clk_io_pct] -clock clk0 $non_clock_inputs
set_output_delay [expr $clk_period * $clk_io_pct] -clock clk0 [all_outputs]
==> flow_metrics.env <==
# source this file to load flow results
export IMPL_top_cell="nor2_1"
export IMPL_postRouteAntennaNets=0
export IMPL_crit_path_end_kind="output pin"
export IMPL_post_route_util=0.675
export IMPL_warning_count=40
export IMPL_syn_inst=186
export IMPL_numPortBuffers=56
export IMPL_hpwl_mm=3.26
export IMPL_vias=1688
export IMPL_cts_tree="yes"
export IMPL_cp_slowest_stage_delay_ns=0.49
export IMPL_grt_use_total=0.212
export IMPL_die_area_sq_um=4780
export IMPL_drt_first_pass_iters=4
export IMPL_post_drt_wl_per_cell_um=13.5
export IMPL_finalHoldViolCount=0
export IMPL_top_area_cell="edfxtp_1"
export IMPL_crit_slowest_cell="or4b_4"
export IMPL_p_sw_w=0.000650
export IMPL_drc_errors=0
export IMPL_outcome="finished with violations"
export IMPL_diodes=0
export IMPL_vdd_ir_drop_max_mv=0.526
export IMPL_worstPathRequired_ns=1.92
export IMPL_dieWidth_um=69.2
export IMPL_power_frac_clock=0.265
export IMPL_initial_core_util=0.414
export IMPL_synth_seq_cells=32
export IMPL_finalClockSkew_ns=0.0647
export IMPL_critical_path_class="reg -> out"
export IMPL_gp_congestion=0.828
export IMPL_drt_initial_drc_count=118
export IMPL_async_reset_ff_frac=0.438
export IMPL_filler_cell_count=321
export IMPL_ys_warn_count=7
export IMPL_synth_top_flop_cell="edfxtp_1"
export IMPL_ys_chip_area_sq_um=1800
export IMPL_antenna_found_initial=0
export IMPL_pwr_share_comb=0.387
export IMPL_p_per_area_nw_per_um2=808
export IMPL_finalInstanceArea_sq_um=2940
export IMPL_netlist_area_sq_um=1800
export IMPL_viasPerCell=4.86
export IMPL_clk_pin_slew_ns=0.08
export IMPL_areaGrowthSynthToFinish_pct=63.0
export IMPL_seq_area_sq_um=872
export IMPL_grt_pass1_wl_mm=7.92
export IMPL_hold_ws_ns=0.441
export IMPL_crit_fanout=2
export IMPL_violations="setup timing"
export IMPL_r2r_start="half_ram"
export IMPL_placementRows=24
export IMPL_crit_chain="nor3_2, or4b_4, or3_1, buf_2"
export IMPL_finalWorstSetupSlack_ns=-1.14
export IMPL_seq_power_share=0.348
export IMPL_synth_cell_types=43
export IMPL_syn_avg_cell_area_sq_um=9.70
export IMPL_rsz0062_at_grt="yes"
export IMPL_cp_start_kind="register"
export IMPL_dpl_instance_area_sq_um=2610
export IMPL_yosys_stat_cells=186
export IMPL_top_cell_area_share=0.250
export IMPL_drv_cap=0
export IMPL_synth_seq_share=0.483
export IMPL_drt_wl_total_mm=4.68
export IMPL_fp_dieH_um=69.2
export IMPL_synthTopCellsByCount="nor2_1, buf_4, edfxtp_1, nand2_1"
export IMPL_sw_frac_of_total=0.274
export IMPL_layout_drive_gt1_share=0.383
export IMPL_grt_max_degree=14
export IMPL_whs_path_depth=1
export IMPL_power_internal_w=0.00172
export IMPL_crit_arrival_ns=3.06
export IMPL_core_area_sq_um=4350
export IMPL_layout_area_comb_sq_um=876
export IMPL_r2r_slack_ns=0.15
export IMPL_min_delay_start="POR[0]"
export IMPL_reg2reg_depth=2
export IMPL_synthTopCellsByArea="edfxtp_1, dfstp_2, buf_4"
export IMPL_hold_path_class="reg -> reg"
export IMPL_fin_tns_setup_ns=-14.87
export IMPL_num_io_pins=77
export IMPL_setup_violations_final=25
export IMPL_edf_count=15
export IMPL_p_leak_nw=1.37
export IMPL_grt_pass1_vias=1756
export IMPL_holdPathEnd="POR[1]"
export IMPL_final_max_slew_viol_count=0
export IMPL_overflow=0
export IMPL_reg2reg_to="D[4]"
cells by family (layout without fill, tap and decap cells):
| kind of cell | count (synthesis) | count (layout) | synth area share |
|---|---|---|---|
| AND-OR/OR-AND | 29 | 29 | 0.0964 |
| XOR/XNOR | 7 | 7 | 0.0340 |
| adder cells (fa/ha/maj) | 2 | 2 | 0.0139 |
| buffers and inverters | 33 | 134 | 0.101 |
| flip-flops | 32 | 32 | 0.483 |
| multiplexers | 9 | 9 | 0.0555 |
| other | 2 | 10 | 0.00416 |
| AND/OR/NAND/NOR | 72 | 72 | 0.212 |
worst max-delay path, delay by kind of cell, from the launching register on:
kind          cells  cell delay, ns
flops             1            0.35
buf+inv           1            0.12
simple gates      3            1.02
layout by cell type, fill, tap and decap left out, drive strengths merged, types with 10 or more instances in the layout:
cell type      instances
clkbuf                13
buf                   66
nor3                  12
inv                   17
clkdlybuf4s50         29
edfxtp                15
nor2                  21
conb                  10
nand2                 15
routing by layer:
metal,global-route usage,share of wire
met2,0.316,0.48
met3,0.0534,0.050
met5,0,0
met1,0.335,0.46
met4,0.0363,0.0049
registers in the layout, summed over array words and instances (netlist names), 2 cells and up:
register,count
refresh_count,8
RAS,2
CAS,4
state,3
D,4
POR,3
per-stage QoR:
step           worst slack (ns)  power [W]  std cells
2_1_floorplan            -0.779    0.00121        194
3_3_place_gp              -1.25    0.00158        310
3_5_place_dp              -1.27    0.00159        310
4_1_cts                   -1.14    0.00231        343
5_1_grt                   -1.19    0.00253        347
6_report                  -1.14    0.00237        347
power by group through the flow:
stage	registers, W	logic [W]	clock network (W)
6_report	0.000827	0.000919	0.000629
4_1_cts	0.000825	0.000849	0.000639
5_1_grt	0.000845	0.00100	0.000682
final cells by class:
class,instances,area share
repair buffers,104,0.308
multi-input cells,129,0.298
flip-flops and latches,32,0.297
clock buffers,12,0.0468
well taps,52,0.0221
clock inverters,8,0.0149
inverters,10,0.0136
worst max-delay path by stage:
stage / slack (ns) / start / endpoint
final: -1.14 / configured / TEST[1]
after global routing: -1.19 / configured / TEST[1]
after CTS: -1.14 / shutup / TEST[1]
what timing repair did:
item	CTS	global route
setup buffers	17	10
endpoints found under the setup margin	32	33
resized	80	24
cloned	1	0
pin swaps	9	4
hold endpoints to repair	0	0
hold buffers	0	0
Power figures rest on the tool's default switching activity, not on a simulated workload.
